$ cat flow/run.sh
#!/bin/bash
# OpenROAD 26Q1-2900-gdf79404cd8, Yosys 0.63+post, stock flow scripts
make -C /OpenROAD-flow-scripts/flow DESIGN_CONFIG=/design/flow/config.mk WORK_HOME=/design/flow/orfs finish
$ cat flow/config.mk
export PLATFORM = sky130hd
export DESIGN_NAME = MatDet_IP
export DESIGN_NICKNAME = MatDet_IP
export VERILOG_FILES = /design/flow/design.v
export SDC_FILE = /design/flow/constraint.sdc
export NUM_CORES = 4
export LEC_CHECK = 1
export CORE_UTILIZATION = 30
$ cat flow/constraint.sdc
current_design MatDet_IP

set clk_period 21.8
set clk_io_pct 0.2

create_clock -name clk0 -period $clk_period [get_ports {clk}]

set non_clock_inputs [all_inputs -no_clocks]
set_input_delay [expr $clk_period * $clk_io_pct] -clock clk0 $non_clock_inputs
set_output_delay [expr $clk_period * $clk_io_pct] -clock clk0 [all_outputs]
$ cat flow/design.v
`timescale 1ns/1ps
module MatDet_IP (
  input  wire          axi_aw_valid,
  output wire          axi_aw_ready,
  input  wire [5:0]    axi_aw_payload_addr,
  input  wire [2:0]    axi_aw_payload_prot,
  input  wire          axi_w_valid,
  output wire          axi_w_ready,
  input  wire [31:0]   axi_w_payload_data,
  input  wire [3:0]    axi_w_payload_strb,
  output wire          axi_b_valid,
  input  wire          axi_b_ready,
  output wire [1:0]    axi_b_payload_resp,
  input  wire          axi_ar_valid,
  output reg           axi_ar_ready,
  input  wire [5:0]    axi_ar_payload_addr,
  input  wire [2:0]    axi_ar_payload_prot,
  output wire          axi_r_valid,
  input  wire          axi_r_ready,
  output wire [31:0]   axi_r_payload_data,
  output wire [1:0]    axi_r_payload_resp,
  input  wire          clk,
  input  wire          reset
);
  localparam fsm_enumDef_BOOT = 3'd0;
  localparam fsm_enumDef_stateA = 3'd1;
  localparam fsm_enumDef_stateB = 3'd2;
  localparam fsm_enumDef_stateC = 3'd3;
  localparam fsm_enumDef_stateD = 3'd4;
  wire       [23:0]   _zz_result;
  wire       [15:0]   _zz_result_1;
  wire       [15:0]   _zz_result_2;
  wire       [15:0]   _zz_result_3;
  wire                slv_readErrorFlag;
  wire                slv_writeErrorFlag;
  wire                slv_readHaltRequest;
  wire                slv_writeHaltRequest;
  wire                slv_writeJoinEvent_valid;
  wire                slv_writeJoinEvent_ready;
  wire                slv_writeOccur;
  reg        [1:0]    slv_writeRsp_resp;
  wire                slv_writeJoinEvent_translated_valid;
  wire                slv_writeJoinEvent_translated_ready;
  wire       [1:0]    slv_writeJoinEvent_translated_payload_resp;
  wire                _zz_slv_writeJoinEvent_translated_ready;
  reg                 _zz_slv_writeJoinEvent_translated_ready_1;
  wire                _zz_axi_b_valid;
  reg                 _zz_axi_b_valid_1;
  reg        [1:0]    _zz_axi_b_payload_resp;
  wire                when_Stream_l369;
  wire                slv_readDataStage_valid;
  wire                slv_readDataStage_ready;
  wire       [5:0]    slv_readDataStage_payload_addr;
  wire       [2:0]    slv_readDataStage_payload_prot;
  reg                 axi_ar_rValid;
  reg        [5:0]    axi_ar_rData_addr;
  reg        [2:0]    axi_ar_rData_prot;
  wire                when_Stream_l369_1;
  reg        [31:0]   slv_readRsp_data;
  reg        [1:0]    slv_readRsp_resp;
  wire                _zz_axi_r_valid;
  wire       [5:0]    slv_readAddressMasked;
  wire       [5:0]    slv_writeAddressMasked;
  wire                slv_readOccur;
  reg        [31:0]   regs_0;
  reg        [31:0]   regs_1;
  reg        [31:0]   regs_2;
  reg        [31:0]   regs_3;
  reg        [31:0]   regs_4;
  reg        [31:0]   regs_5;
  reg        [31:0]   regs_6;
  reg        [31:0]   regs_7;
  reg        [31:0]   regs_8;
  reg        [31:0]   regs_9;
  reg        [31:0]   regs_10;
  reg        [31:0]   regs_11;
  reg        [23:0]   result;
  reg        [7:0]    a;
  reg        [7:0]    b;
  reg        [7:0]    c;
  reg        [7:0]    d;
  reg        [7:0]    e;
  reg        [0:0]    indreg;
  reg                 comp_en;
  wire                fsm_wantExit;
  reg                 fsm_wantStart;
  wire                fsm_wantKill;
  wire                when_MyTopLevel_l136;
  reg        [2:0]    fsm_stateReg;
  reg        [2:0]    fsm_stateNext;
  wire                when_MyTopLevel_l60;
  wire                when_MyTopLevel_l62;
  assign _zz_result = ($signed(a) * $signed(_zz_result_1));
  assign _zz_result_1 = ($signed(_zz_result_2) - $signed(_zz_result_3));
  assign _zz_result_2 = ($signed(b) * $signed(c));
  assign _zz_result_3 = ($signed(d) * $signed(e));
  assign slv_readErrorFlag = 1'b0;
  assign slv_writeErrorFlag = 1'b0;
  assign slv_readHaltRequest = 1'b0;
  assign slv_writeHaltRequest = 1'b0;
  assign slv_writeOccur = (slv_writeJoinEvent_valid && slv_writeJoinEvent_ready);
  assign slv_writeJoinEvent_valid = (axi_aw_valid && axi_w_valid);
  assign axi_aw_ready = slv_writeOccur;
  assign axi_w_ready = slv_writeOccur;
  assign slv_writeJoinEvent_translated_valid = slv_writeJoinEvent_valid;
  assign slv_writeJoinEvent_ready = slv_writeJoinEvent_translated_ready;
  assign slv_writeJoinEvent_translated_payload_resp = slv_writeRsp_resp;
  assign _zz_slv_writeJoinEvent_translated_ready = (! slv_writeHaltRequest);
  assign slv_writeJoinEvent_translated_ready = (_zz_slv_writeJoinEvent_translated_ready_1 && _zz_slv_writeJoinEvent_translated_ready);
  always @(*) begin
    _zz_slv_writeJoinEvent_translated_ready_1 = axi_b_ready;
    if(when_Stream_l369) begin
      _zz_slv_writeJoinEvent_translated_ready_1 = 1'b1;
    end
  end
  assign when_Stream_l369 = (! _zz_axi_b_valid);
  assign _zz_axi_b_valid = _zz_axi_b_valid_1;
  assign axi_b_valid = _zz_axi_b_valid;
  assign axi_b_payload_resp = _zz_axi_b_payload_resp;
  always @(*) begin
    axi_ar_ready = slv_readDataStage_ready;
    if(when_Stream_l369_1) begin
      axi_ar_ready = 1'b1;
    end
  end
  assign when_Stream_l369_1 = (! slv_readDataStage_valid);
  assign slv_readDataStage_valid = axi_ar_rValid;
  assign slv_readDataStage_payload_addr = axi_ar_rData_addr;
  assign slv_readDataStage_payload_prot = axi_ar_rData_prot;
  assign _zz_axi_r_valid = (! slv_readHaltRequest);
  assign slv_readDataStage_ready = (axi_r_ready && _zz_axi_r_valid);
  assign axi_r_valid = (slv_readDataStage_valid && _zz_axi_r_valid);
  assign axi_r_payload_data = slv_readRsp_data;
  assign axi_r_payload_resp = slv_readRsp_resp;
  always @(*) begin
    if(slv_writeErrorFlag) begin
      slv_writeRsp_resp = 2'b10;
    end else begin
      slv_writeRsp_resp = 2'b00;
    end
  end
  always @(*) begin
    if(slv_readErrorFlag) begin
      slv_readRsp_resp = 2'b10;
    end else begin
      slv_readRsp_resp = 2'b00;
    end
  end
  always @(*) begin
    slv_readRsp_data = 32'h00000000;
    case(slv_readAddressMasked)
      6'h00 : begin
        slv_readRsp_data[31 : 0] = regs_0;
      end
      6'h04 : begin
        slv_readRsp_data[31 : 0] = regs_1;
      end
      6'h08 : begin
        slv_readRsp_data[31 : 0] = regs_2;
      end
      6'h0c : begin
        slv_readRsp_data[31 : 0] = regs_3;
      end
      6'h10 : begin
        slv_readRsp_data[31 : 0] = regs_4;
      end
      6'h14 : begin
        slv_readRsp_data[31 : 0] = regs_5;
      end
      6'h18 : begin
        slv_readRsp_data[31 : 0] = regs_6;
      end
      6'h1c : begin
        slv_readRsp_data[31 : 0] = regs_7;
      end
      6'h20 : begin
        slv_readRsp_data[31 : 0] = regs_8;
      end
      6'h24 : begin
        slv_readRsp_data[31 : 0] = regs_9;
      end
      6'h28 : begin
        slv_readRsp_data[31 : 0] = regs_10;
      end
      6'h2c : begin
        slv_readRsp_data[31 : 0] = regs_11;
      end
      default : begin
      end
    endcase
  end
  assign slv_readAddressMasked = (slv_readDataStage_payload_addr & (~ 6'h03));
  assign slv_writeAddressMasked = (axi_aw_payload_addr & (~ 6'h03));
  assign slv_readOccur = (axi_r_valid && axi_r_ready);
  assign fsm_wantExit = 1'b0;
  always @(*) begin
    fsm_wantStart = 1'b0;
    case(fsm_stateReg)
      fsm_enumDef_stateA : begin
      end
      fsm_enumDef_stateB : begin
      end
      fsm_enumDef_stateC : begin
      end
      fsm_enumDef_stateD : begin
      end
      default : begin
        fsm_wantStart = 1'b1;
      end
    endcase
  end
  assign fsm_wantKill = 1'b0;
  always @(*) begin
    comp_en = 1'b0;
    case(fsm_stateReg)
      fsm_enumDef_stateA : begin
        comp_en = 1'b0;
      end
      fsm_enumDef_stateB : begin
        comp_en = 1'b1;
      end
      fsm_enumDef_stateC : begin
        comp_en = 1'b1;
      end
      fsm_enumDef_stateD : begin
        comp_en = 1'b1;
      end
      default : begin
      end
    endcase
  end
  always @(*) begin
    a = 8'h00;
    case(fsm_stateReg)
      fsm_enumDef_stateA : begin
      end
      fsm_enumDef_stateB : begin
        a = regs_0[7:0];
      end
      fsm_enumDef_stateC : begin
        a = regs_1[7:0];
      end
      fsm_enumDef_stateD : begin
        a = regs_2[7:0];
      end
      default : begin
      end
    endcase
  end
  always @(*) begin
    b = 8'h00;
    case(fsm_stateReg)
      fsm_enumDef_stateA : begin
      end
      fsm_enumDef_stateB : begin
        b = regs_4[7:0];
      end
      fsm_enumDef_stateC : begin
        b = regs_6[7:0];
      end
      fsm_enumDef_stateD : begin
        b = regs_3[7:0];
      end
      default : begin
      end
    endcase
  end
  always @(*) begin
    c = 8'h00;
    case(fsm_stateReg)
      fsm_enumDef_stateA : begin
      end
      fsm_enumDef_stateB : begin
        c = regs_8[7:0];
      end
      fsm_enumDef_stateC : begin
        c = regs_5[7:0];
      end
      fsm_enumDef_stateD : begin
        c = regs_7[7:0];
      end
      default : begin
      end
    endcase
  end
  always @(*) begin
    d = 8'h00;
    case(fsm_stateReg)
      fsm_enumDef_stateA : begin
      end
      fsm_enumDef_stateB : begin
        d = regs_7[7:0];
      end
      fsm_enumDef_stateC : begin
        d = regs_8[7:0];
      end
      fsm_enumDef_stateD : begin
        d = regs_4[7:0];
      end
      default : begin
      end
    endcase
  end
  always @(*) begin
    e = 8'h00;
    case(fsm_stateReg)
      fsm_enumDef_stateA : begin
      end
      fsm_enumDef_stateB : begin
        e = regs_5[7:0];
      end
      fsm_enumDef_stateC : begin
        e = regs_3[7:0];
      end
      fsm_enumDef_stateD : begin
        e = regs_6[7:0];
      end
      default : begin
      end
    endcase
  end
  assign when_MyTopLevel_l136 = (comp_en == 1'b1);
  always @(*) begin
    fsm_stateNext = fsm_stateReg;
    case(fsm_stateReg)
      fsm_enumDef_stateA : begin
        if(when_MyTopLevel_l60) begin
          if(!when_MyTopLevel_l62) begin
            fsm_stateNext = fsm_enumDef_stateB;
          end
        end
      end
      fsm_enumDef_stateB : begin
        fsm_stateNext = fsm_enumDef_stateC;
      end
      fsm_enumDef_stateC : begin
        fsm_stateNext = fsm_enumDef_stateD;
      end
      fsm_enumDef_stateD : begin
        fsm_stateNext = fsm_enumDef_stateA;
      end
      default : begin
      end
    endcase
    if(fsm_wantStart) begin
      fsm_stateNext = fsm_enumDef_stateA;
    end
    if(fsm_wantKill) begin
      fsm_stateNext = fsm_enumDef_BOOT;
    end
  end
  assign when_MyTopLevel_l60 = ($signed(regs_10) == $signed(32'h00000001));
  assign when_MyTopLevel_l62 = (indreg == 1'b1);
  always @(posedge clk or posedge reset) begin
    if(reset) begin
      _zz_axi_b_valid_1 <= 1'b0;
      axi_ar_rValid <= 1'b0;
      regs_0 <= 32'h00000000;
      regs_1 <= 32'h00000000;
      regs_2 <= 32'h00000000;
      regs_3 <= 32'h00000000;
      regs_4 <= 32'h00000000;
      regs_5 <= 32'h00000000;
      regs_6 <= 32'h00000000;
      regs_7 <= 32'h00000000;
      regs_8 <= 32'h00000000;
      regs_9 <= 32'h00000000;
      regs_10 <= 32'h00000000;
      regs_11 <= 32'h00000000;
      result <= 24'h000000;
      indreg <= 1'b0;
      fsm_stateReg <= fsm_enumDef_BOOT;
    end else begin
      if(_zz_slv_writeJoinEvent_translated_ready_1) begin
        _zz_axi_b_valid_1 <= (slv_writeJoinEvent_translated_valid && _zz_slv_writeJoinEvent_translated_ready);
      end
      if(axi_ar_ready) begin
        axi_ar_rValid <= axi_ar_valid;
      end
      if(when_MyTopLevel_l136) begin
        result <= ($signed(result) + $signed(_zz_result));
      end
      case(slv_writeAddressMasked)
        6'h00 : begin
          if(slv_writeOccur) begin
            regs_0 <= axi_w_payload_data[31 : 0];
          end
        end
        6'h04 : begin
          if(slv_writeOccur) begin
            regs_1 <= axi_w_payload_data[31 : 0];
          end
        end
        6'h08 : begin
          if(slv_writeOccur) begin
            regs_2 <= axi_w_payload_data[31 : 0];
          end
        end
        6'h0c : begin
          if(slv_writeOccur) begin
            regs_3 <= axi_w_payload_data[31 : 0];
          end
        end
        6'h10 : begin
          if(slv_writeOccur) begin
            regs_4 <= axi_w_payload_data[31 : 0];
          end
        end
        6'h14 : begin
          if(slv_writeOccur) begin
            regs_5 <= axi_w_payload_data[31 : 0];
          end
        end
        6'h18 : begin
          if(slv_writeOccur) begin
            regs_6 <= axi_w_payload_data[31 : 0];
          end
        end
        6'h1c : begin
          if(slv_writeOccur) begin
            regs_7 <= axi_w_payload_data[31 : 0];
          end
        end
        6'h20 : begin
          if(slv_writeOccur) begin
            regs_8 <= axi_w_payload_data[31 : 0];
          end
        end
        6'h24 : begin
          if(slv_writeOccur) begin
            regs_9 <= axi_w_payload_data[31 : 0];
          end
        end
        6'h28 : begin
          if(slv_writeOccur) begin
            regs_10 <= axi_w_payload_data[31 : 0];
          end
        end
        6'h2c : begin
          if(slv_writeOccur) begin
            regs_11 <= axi_w_payload_data[31 : 0];
          end
        end
        default : begin
        end
      endcase
      fsm_stateReg <= fsm_stateNext;
      case(fsm_stateReg)
        fsm_enumDef_stateA : begin
          if(when_MyTopLevel_l60) begin
            if(when_MyTopLevel_l62) begin
              regs_9 <= {{8{result[23]}}, result};
              regs_10 <= 32'h00000000;
              regs_11 <= 32'h00000002;
            end else begin
              regs_9 <= 32'h00000000;
              regs_11 <= 32'h00000001;
            end
          end
        end
        fsm_enumDef_stateB : begin
        end
        fsm_enumDef_stateC : begin
        end
        fsm_enumDef_stateD : begin
          indreg <= 1'b1;
        end
        default : begin
        end
      endcase
    end
  end
  always @(posedge clk) begin
    if(_zz_slv_writeJoinEvent_translated_ready_1) begin
      _zz_axi_b_payload_resp <= slv_writeJoinEvent_translated_payload_resp;
    end
    if(axi_ar_ready) begin
      axi_ar_rData_addr <= axi_ar_payload_addr;
      axi_ar_rData_prot <= axi_ar_payload_prot;
    end
  end
endmodule
==> ci_impl_report.md <==
## PnR job results

| Metric | Value |
|---|---|
| Global placement routability congestion | `0.893` |
| Drt first-iter violations | `1400` |
| Share of post-route cells with drive strength above 1 | `17.8%` |
| Tool warning count | `42` |
| Horizontal die dimension | `313 um` |
| Count of endpoints failing hold in the final timing report | `0` |
| Post-place setup slack | `9.92 ns` |
| Layout filler cell count | `9422` |
| Kind of critical path | `register to register` |
| Mean area per synthesized cell | `10.6 um2` |
| Transition at the pin with the smallest max-transition slack | `1.01 ns` |
| Global-route wire length before repair | `130 mm` |
| Run status | `complete, no violations` |
| Clock root buffer | `sky130_fd_sc_hd__clkbuf_16` |
| Fraction of the yosys area taken by sequential cells | `36.3%` |
| CTS tree | `yes` |
| Family with the most delay on the worst path | `adder cells` |
| DRC Markers | `0` |
| Placeable core area | `95400 um2` |
| Worst Hold Margin | `0.484 ns` |
| DR pass1 iterations | `8` |
| Final setup violation count | `0` |
| Max-area cell share | `35.8%` |
| Most area-hungry cell type in the Yosys netlist | `sky130_fd_sc_hd__dfrtp_1` |
| Endpoint required time on the critical path | `22.31 ns` |
| Endpoint class of the critical path | `register` |
| Setup repair after global routing missed its margin | `false` |
| Synth warnings | `1` |
| Critical-path top delay cell | `sky130_fd_sc_hd__fa_1` |
| Data arrival time of the worst path | `12.44 ns` |
| Maximum net fanout on the critical path | `35` |
| Clock latency reported for the late side of the worst-skew pair | `0.59 ns` |
| Growth of design area from synthesis to finish | `14.4%` |
| Leakage | `15.0 nW` |
| Number of buffers inserted by post-CTS setup repair | `0` |
| Power density over the cells | `65.2 nW/um2` |
| Via total after detailed routing | `20881` |
| Via count normalized by instance count | `5.12` |
| Multi-input combinational cell area | `16800 um2` |
| Worst-case clock buffer depth | `3` |
| Maximum vdd drop | `0.0710 mV` |
| Count of pins over their slew limit | `0` |
| Number of synthesized flops with an enable pin | `4` |
| Post-cts sizing count | `0` |
| Core Rows | `113` |
| Leading register cell type out of synthesis | `sky130_fd_sc_hd__dfrtp_1` |
| Share of flip-flops with an asynchronous set or reset after synthesis | `99.0%` |
| Clock sink total | `420` |
| H-tree level count | `2` |
| Switching power share of the total | `26.4%` |
| Period utilisation layout | `54.7%` |
| Cell count listed in synth_stat.txt | `2730` |
| Wire length per cell after detailed routing | `20.3 um` |
| Internal | `1.59 mW` |
| Antenna violations before repair | `5` |
| Number of primary I/O pins | `102` |
| Sequential group share of total power | `47.7%` |
| Starting utilization of the core area | `30.4%` |
| Number of global-route vias before repair | `21441` |
| IO Port Bufs | `83` |
| Final worst slack | `9.88 ns` |
| Netlist area before placement | `29000 um2` |
| Maximum operating frequency | `0.0839 GHz` |
| Hold-fix buffers at CTS | `0` |
| YS chip area | `29000 um2` |
| Total half-perimeter wirelength after legalization and detailed placement | `54.6 mm` |
| Setup TNS | `0 ns` |
| Shortest clock period the worst path allows after layout | `11.92 ns` |
| Placed Instance Area | `31500 um2` |
| Total die size | `97900 um2` |
| Worst rel slew slack | `32.7%` |
| Number of flip-flops and latches in the synthesized netlist | `420` |
| Cell area after layout | `33200 um2` |
| Total Routed Length | `83.1 mm` |
| Switch Pwr | `0.570 mW` |
| Cell types with the largest area share after synthesis | `sky130_fd_sc_hd__dfrtp_1 (36%), sky130_fd_sc_hd__fa_1 (18%), sky130_fd_sc_hd__mux2_2 (10%)` |
| Number of instances in the synthesized netlist | `2730` |
| Worst-case clock skew | `0.0214 ns` |
| Y dimension of the die | `313 um` |
| Final antenna-violating net count | `0` |
| Post-synth cell types | `66` |
| Stage delay of the slowest cell on the critical path | `0.74 ns` |
| Total congestion overflow | `0` |
| Worst Setup Start Kind | `register` |
| Worst path most repeated cell | `sky130_fd_sc_hd__fa_1` |
| Max-capacitance violation count | `0` |
| Pwr Total | `2.16 mW` |
| CTS buffer count | `47` |
| Combinational power share | `13.7%` |
| Clock-pin transition on the worst setup and hold timing paths | `0.06 ns` |
| Total track usage | `17.9%` |
| Storage element area | `10500 um2` |
| HP Class | `register to register` |
| Maximum number of pins on one net before global-route repair | `123` |
| Buf+Inv Stages, Crit Path | `6` |
| Portion of total power attributed to the clock network | `38.6%` |
## final cells by class
| cell class | count | area share, % |
|---|---|---|
| Tap cell | 1265 | 4.77 |
| Sequential cell | 420 | 31.8 |
| Antenna cell | 1 | 0.00754 |
| Clock buffer | 72 | 4.35 |
| Timing Repair Buffer | 166 | 4.42 |
| Inverter | 304 | 3.46 |
| Clock inverter | 13 | 0.570 |
| Multi-Input combinational cell | 1841 | 50.7 |
## kinds of logic (layout without fill, tap and decap cells)
| kind of cell | after synthesis | count (layout) | share of synthesized area, % |
|---|---|---|---|
| xor gates and xnor gates | 54 | 54 | 1.68 |
| buffers and inverters | 473 | 555 | 6.19 |
| adders and majority gates | 364 | 364 | 22.3 |
| muxes | 304 | 304 | 11.8 |
| AOI/OAI and AO/OA | 443 | 443 | 11.4 |
| and+or+nand+nor | 671 | 671 | 10.3 |
| other | 1 | 6 | 0.0129 |
| DFF | 420 | 420 | 36.3 |
## cell usage after synthesis (all sizes together) (4+ instances only)
library cell	instances
dfrtp	415
nand2	309
inv	304
mux2	298
fa	256
nor2	151
clkbuf	138
a21oi	116
ha	108
a221oi	97
a22o	96
nand3	45
or2	42
and2	41
a31oi	35
buf	31
xnor2	31
a222oi	28
o21ai	28
nand2b	26
xor2	22
nor2b	15
a22oi	12
nor3	11
nor4	10
and3	8
a21o	6
mux2i	6
nand4	5
edfxtp	4
## through the flow
stage / cells / util (%)
floorplan: 2734 / -
global placement: 3996 / 33.0
detailed placement: 3996 / 33.0
CTS: 4081 / 34.8
global route: 4082 / 34.8
finish: 4082 / 34.8
## cell usage in the layout, fill, tap and decap left out, drive strengths merged, types with 8 or more instances in the layout
| cell type | count |
|---|---|
| buf | 83 |
| nand2 | 309 |
| nor4 | 10 |
| inv | 306 |
| fa | 256 |
| nor2 | 151 |
| and3 | 8 |
| ha | 108 |
| a222oi | 28 |
| mux2 | 298 |
| xnor2 | 31 |
| and2 | 41 |
| a22oi | 12 |
| a221oi | 97 |
| a21oi | 116 |
| clkbuf | 72 |
| nand3 | 45 |
| dfrtp | 415 |
| nor2b | 15 |
| or2 | 42 |
| xor2 | 22 |
| nand2b | 26 |
| clkdlybuf4s50 | 83 |
| nor3 | 11 |
| a31oi | 35 |
| o21ai | 28 |
| a22o | 96 |
## sequential cells by signal, indices dropped and copies added, names as in the netlist, 24 cells and up
signal,count
regs_2,32
regs_10,32
regs_11,32
regs_0,32
regs_4,32
regs_1,32
regs_5,32
regs_7,32
result,24
regs_9,32
regs_3,32
regs_6,32
regs_8,32
## power groups by stage
stage                 Clock [mW]  Sequential (mW)  Combinational, mW
final                      0.834             1.03              0.297
after global routing       0.875             1.05              0.331
after CTS                  0.847             1.03              0.301
## routing by layer
layer,vias to the layer above,GRT usage [%],part of all wire [%]
met5,-,0.387,0.11
met2,733,27.2,46
met3,120,6.04,8.8
li1,9370,-,-
met1,10650,25.8,43
met4,8,3.47,2.1
## path summary, 6_finish.rpt
| path | startpoint | endpoint | slack [ns] | cells past startpoint |
|---|---|---|---|---|
| max | fsm_stateReg[2] | result[23] | 9.88 | 35 |
| min | regs_3[20] | regs_3[20] | 0.48 | 1 |
| max reg2reg | fsm_stateReg[2] | result[23] | 9.88 | 35 |
| min reg2reg | regs_3[20] | regs_3[20] | 0.48 | 1 |
| max in group asynchronous | reset | fsm_stateReg[1] | 15.70 | 4 |
| min in group asynchronous | reset | regs_11[17] | 4.29 | 2 |
No activity file was given, so power comes from the tool's default toggle rates.
