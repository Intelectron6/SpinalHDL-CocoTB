## design/flow/run.sh

```bash
#!/bin/bash
# OpenROAD 26Q1-2900-gdf79404cd8, Yosys 0.63+post, stock flow scripts
make -C /OpenROAD-flow-scripts/flow DESIGN_CONFIG=/design/flow/config.mk WORK_HOME=/design/flow/orfs finish
```

## design/flow/config.mk

```make
export PLATFORM = sky130hd
export DESIGN_NAME = RR_Arbiter_IP
export DESIGN_NICKNAME = RR_Arbiter_IP
export VERILOG_FILES = /design/flow/design.v
export SDC_FILE = /design/flow/constraint.sdc
export NUM_CORES = 4
export LEC_CHECK = 1
export CORE_AREA = 10 10 85 85
export DIE_AREA = 0 0 95 95
```

## design/flow/constraint.sdc

```tcl
current_design RR_Arbiter_IP

set clk_period 2.7
set clk_io_pct 0.2

create_clock -name clk0 -period $clk_period [get_ports {clk}]

set non_clock_inputs [all_inputs -no_clocks]
set_input_delay [expr $clk_period * $clk_io_pct] -clock clk0 $non_clock_inputs
set_output_delay [expr $clk_period * $clk_io_pct] -clock clk0 [all_outputs]
```

## design/flow/design.v

```verilog
`timescale 1ns/1ps
module RR_Arbiter_IP (
  input  wire          io_axiStreamIn1_valid,
  output reg           io_axiStreamIn1_ready,
  input  wire [31:0]   io_axiStreamIn1_payload_data,
  input  wire          io_axiStreamIn1_payload_last,
  input  wire          io_axiStreamIn2_valid,
  output reg           io_axiStreamIn2_ready,
  input  wire [31:0]   io_axiStreamIn2_payload_data,
  input  wire          io_axiStreamIn2_payload_last,
  input  wire          io_axiStreamIn3_valid,
  output reg           io_axiStreamIn3_ready,
  input  wire [31:0]   io_axiStreamIn3_payload_data,
  input  wire          io_axiStreamIn3_payload_last,
  output reg           io_axiStreamOut_valid,
  input  wire          io_axiStreamOut_ready,
  output reg  [31:0]   io_axiStreamOut_payload_data,
  output reg           io_axiStreamOut_payload_last,
  input  wire          clk,
  input  wire          reset
);
  localparam fsm_enumDef_BOOT = 3'd0;
  localparam fsm_enumDef_IDLE = 3'd1;
  localparam fsm_enumDef_S1_ACTIVE = 3'd2;
  localparam fsm_enumDef_S2_ACTIVE = 3'd3;
  localparam fsm_enumDef_S3_ACTIVE = 3'd4;
  reg        [1:0]    rrPtr;
  wire                fsm_wantExit;
  reg                 fsm_wantStart;
  wire                fsm_wantKill;
  reg        [2:0]    fsm_stateReg;
  reg        [2:0]    fsm_stateNext;
  wire                io_axiStreamIn1_fire;
  wire                when_MyTopLevel_l72;
  wire                io_axiStreamIn2_fire;
  wire                when_MyTopLevel_l84;
  wire                io_axiStreamIn3_fire;
  wire                when_MyTopLevel_l96;
  always @(*) begin
    io_axiStreamOut_valid = 1'b0;
    case(fsm_stateReg)
      fsm_enumDef_IDLE : begin
      end
      fsm_enumDef_S1_ACTIVE : begin
        io_axiStreamOut_valid = io_axiStreamIn1_valid;
      end
      fsm_enumDef_S2_ACTIVE : begin
        io_axiStreamOut_valid = io_axiStreamIn2_valid;
      end
      fsm_enumDef_S3_ACTIVE : begin
        io_axiStreamOut_valid = io_axiStreamIn3_valid;
      end
      default : begin
      end
    endcase
  end
  always @(*) begin
    io_axiStreamOut_payload_data = 32'h00000000;
    case(fsm_stateReg)
      fsm_enumDef_IDLE : begin
      end
      fsm_enumDef_S1_ACTIVE : begin
        io_axiStreamOut_payload_data = io_axiStreamIn1_payload_data;
      end
      fsm_enumDef_S2_ACTIVE : begin
        io_axiStreamOut_payload_data = io_axiStreamIn2_payload_data;
      end
      fsm_enumDef_S3_ACTIVE : begin
        io_axiStreamOut_payload_data = io_axiStreamIn3_payload_data;
      end
      default : begin
      end
    endcase
  end
  always @(*) begin
    io_axiStreamOut_payload_last = 1'b0;
    case(fsm_stateReg)
      fsm_enumDef_IDLE : begin
      end
      fsm_enumDef_S1_ACTIVE : begin
        io_axiStreamOut_payload_last = io_axiStreamIn1_payload_last;
      end
      fsm_enumDef_S2_ACTIVE : begin
        io_axiStreamOut_payload_last = io_axiStreamIn2_payload_last;
      end
      fsm_enumDef_S3_ACTIVE : begin
        io_axiStreamOut_payload_last = io_axiStreamIn3_payload_last;
      end
      default : begin
      end
    endcase
  end
  always @(*) begin
    io_axiStreamIn1_ready = 1'b0;
    case(fsm_stateReg)
      fsm_enumDef_IDLE : begin
      end
      fsm_enumDef_S1_ACTIVE : begin
        io_axiStreamIn1_ready = io_axiStreamOut_ready;
      end
      fsm_enumDef_S2_ACTIVE : begin
      end
      fsm_enumDef_S3_ACTIVE : begin
      end
      default : begin
      end
    endcase
  end
  always @(*) begin
    io_axiStreamIn2_ready = 1'b0;
    case(fsm_stateReg)
      fsm_enumDef_IDLE : begin
      end
      fsm_enumDef_S1_ACTIVE : begin
      end
      fsm_enumDef_S2_ACTIVE : begin
        io_axiStreamIn2_ready = io_axiStreamOut_ready;
      end
      fsm_enumDef_S3_ACTIVE : begin
      end
      default : begin
      end
    endcase
  end
  always @(*) begin
    io_axiStreamIn3_ready = 1'b0;
    case(fsm_stateReg)
      fsm_enumDef_IDLE : begin
      end
      fsm_enumDef_S1_ACTIVE : begin
      end
      fsm_enumDef_S2_ACTIVE : begin
      end
      fsm_enumDef_S3_ACTIVE : begin
        io_axiStreamIn3_ready = io_axiStreamOut_ready;
      end
      default : begin
      end
    endcase
  end
  assign fsm_wantExit = 1'b0;
  always @(*) begin
    fsm_wantStart = 1'b0;
    case(fsm_stateReg)
      fsm_enumDef_IDLE : begin
      end
      fsm_enumDef_S1_ACTIVE : begin
      end
      fsm_enumDef_S2_ACTIVE : begin
      end
      fsm_enumDef_S3_ACTIVE : begin
      end
      default : begin
        fsm_wantStart = 1'b1;
      end
    endcase
  end
  assign fsm_wantKill = 1'b0;
  always @(*) begin
    fsm_stateNext = fsm_stateReg;
    case(fsm_stateReg)
      fsm_enumDef_IDLE : begin
        case(rrPtr)
          2'b00 : begin
            if(io_axiStreamIn1_valid) begin
              fsm_stateNext = fsm_enumDef_S1_ACTIVE;
            end else begin
              if(io_axiStreamIn2_valid) begin
                fsm_stateNext = fsm_enumDef_S2_ACTIVE;
              end else begin
                if(io_axiStreamIn3_valid) begin
                  fsm_stateNext = fsm_enumDef_S3_ACTIVE;
                end
              end
            end
          end
          2'b01 : begin
            if(io_axiStreamIn2_valid) begin
              fsm_stateNext = fsm_enumDef_S2_ACTIVE;
            end else begin
              if(io_axiStreamIn3_valid) begin
                fsm_stateNext = fsm_enumDef_S3_ACTIVE;
              end else begin
                if(io_axiStreamIn1_valid) begin
                  fsm_stateNext = fsm_enumDef_S1_ACTIVE;
                end
              end
            end
          end
          2'b10 : begin
            if(io_axiStreamIn3_valid) begin
              fsm_stateNext = fsm_enumDef_S3_ACTIVE;
            end else begin
              if(io_axiStreamIn1_valid) begin
                fsm_stateNext = fsm_enumDef_S1_ACTIVE;
              end else begin
                if(io_axiStreamIn2_valid) begin
                  fsm_stateNext = fsm_enumDef_S2_ACTIVE;
                end
              end
            end
          end
          default : begin
          end
        endcase
      end
      fsm_enumDef_S1_ACTIVE : begin
        if(when_MyTopLevel_l72) begin
          fsm_stateNext = fsm_enumDef_IDLE;
        end
      end
      fsm_enumDef_S2_ACTIVE : begin
        if(when_MyTopLevel_l84) begin
          fsm_stateNext = fsm_enumDef_IDLE;
        end
      end
      fsm_enumDef_S3_ACTIVE : begin
        if(when_MyTopLevel_l96) begin
          fsm_stateNext = fsm_enumDef_IDLE;
        end
      end
      default : begin
      end
    endcase
    if(fsm_wantStart) begin
      fsm_stateNext = fsm_enumDef_IDLE;
    end
    if(fsm_wantKill) begin
      fsm_stateNext = fsm_enumDef_BOOT;
    end
  end
  assign io_axiStreamIn1_fire = (io_axiStreamIn1_valid && io_axiStreamIn1_ready);
  assign when_MyTopLevel_l72 = (io_axiStreamIn1_fire && io_axiStreamIn1_payload_last);
  assign io_axiStreamIn2_fire = (io_axiStreamIn2_valid && io_axiStreamIn2_ready);
  assign when_MyTopLevel_l84 = (io_axiStreamIn2_fire && io_axiStreamIn2_payload_last);
  assign io_axiStreamIn3_fire = (io_axiStreamIn3_valid && io_axiStreamIn3_ready);
  assign when_MyTopLevel_l96 = (io_axiStreamIn3_fire && io_axiStreamIn3_payload_last);
  always @(posedge clk or posedge reset) begin
    if(reset) begin
      rrPtr <= 2'b00;
      fsm_stateReg <= fsm_enumDef_BOOT;
    end else begin
      fsm_stateReg <= fsm_stateNext;
      case(fsm_stateReg)
        fsm_enumDef_IDLE : begin
        end
        fsm_enumDef_S1_ACTIVE : begin
          if(when_MyTopLevel_l72) begin
            rrPtr <= 2'b01;
          end
        end
        fsm_enumDef_S2_ACTIVE : begin
          if(when_MyTopLevel_l84) begin
            rrPtr <= 2'b10;
          end
        end
        fsm_enumDef_S3_ACTIVE : begin
          if(when_MyTopLevel_l96) begin
            rrPtr <= 2'b00;
          end
        end
        default : begin
        end
      endcase
    end
  end
endmodule
```

==> COMMIT_EDITMSG <==
Record implementation results from latest flow run

- Cell type with the highest aggregate area in the netlist: a222oi_1
- PwrDens: 417.1 nW/um2
* Cells after synthesis: 138
- Switching power as a fraction of the total was reported as 0.3429.
- The report lists the number of cells resized after CTS as 0.
- The synthesized netlist occupies a cell area of 1006 um2.
- The finished layout reports a core utilization of 0.4652.
- Site Rows: 27
* Placed wire-length estimate after detailed placement: 5.253 mm
* Top cells by count: 39 x inv_1, 34 x a222oi_1
- DRT Wirelength: 6.342 mm
* Max-cap violations: 0
- Clk slew on worst S/H paths: 40 ps
- Post-route cell area: 2546 um2
- Total negative setup slack: 0 ps
- Die X-Extent: 95 um
- TritonCTS built the clock tree.
- Number of different library cells in the post-synthesis netlist: 27
- The placement stage leaves a total instance area of 2501 um2.
- First-pass GRT wire length: 9.080 mm
* Maximum count of clock buffers along a single path: 2
- Async S/R FF share, synth: 1.000
* Portion of the post-synthesis area used by sequential elements: 0.2015
- In this run the power spent charging and discharging nets is 0.3642 mW.
- Number of antenna violations at the first check in global routing: 0
* Count of library flops with an enable pin: 0
- Timing would allow up to 419.5 MHz.
- Setup Slack @ Placement: 311.3 ps
* # port buffers: 141
* Share of the clock period used by the worst path: 0.8828
* Final routed DRC violation total: 0
- Post-detailed-route via-to-cell ratio: 4.733
* Unrepaired setup endpoints after global routing: false
* Biggest area contributors in the synthesized netlist: a222oi_1 34%, dfrtp_1 15%, inv_1 15%, dfstp_2 5.2%, buf_2 3.0%
- CP Max Fanout: 4
* Placeable core area: 5473 um2
- The share of total power dissipated in sequential elements is 0.214.
- Of the post-synthesis cell area, the dominant cell type holds 0.3383.
- Of the total power, the clock network draws 0.138.
- Per the GRT congestion report, total overflow comes to 0.
- Internal Pwr Total: 0.6979 mW
- Setup repair bufs after CTS: 0
* Leakage dissipation: 0.9941 nW
* Maximum vdd drop: 0.0003248 V
- Syn_area_per_cell: 7.290 um2
* Largest net degree at the start of global routing: 41
- Once detail routing completed, the nets flagged for antenna violations numbered 0.
- Layout cell share with drive strength beyond 1: 0.05435
* Cell count in the Yosys report: 138
- Relative contribution of combinational cells to total power: 0.648
* Fin. Hold Viols: 0
- Synthesis-to-finish area growth: 153.1%
- Wire length per cell: 18.22 um
- Total inserted antenna cells: 0
- Initial detailed-routing violation count: 153
* YS chip area: 1006 um2
- Worst Path Required: 2160 ps
- Total via count after detailed routing: 1647
- For this design the top-level I/O count stands at 142.
- Summed over all routing layers, the global router reports a total usage of 0.1268.
- Most popular library cell in the synthesized design by count: inv_1
- Count of endpoints failing setup in the final report: 0
- STA puts the critical path data arrival time at 1840 ps.
- Per the CTS log, the root buffer master is clkbuf_8.
* Clock buffer count from CTS: 3
- Clock insertion delay at the later pin of the skew report: 230 ps
* Type of element launching the critical path: primary input
- Warnings raised by the tools during the run amount to 25.
- According to the floorplan report, the total die area is 9025 um2.
* Pins over their slew limit: 0
* Worst-case clock skew: 4.829 ps
- The tightest min-delay check is of the in2async type.
* Number of global-route vias before repair: 1529
* Sink count of the clock tree: 8
- The die is 95 um tall.
- CTS built an H-tree with a depth of 1.
- Final weighted congestion of routability-driven global placement: 0.8518
* Synthesis warning total: 1
* Iteration tally of the first detailed-router pass: 5
- After layout, the minimum clock period comes to 2384 ps.
- Number of register bits inferred by synthesis: 8
* PnR worst setup slack: 316.4 ps
- The critical path in this run is classified as in2out.
- The worst setup path is captured at a primary output.
- Commonest flop: dfrtp_1
- For this configuration, the core starts out at a cell density of 0.1838.
* Hold-fix buffer count after cts: 0
- Outcome: finished, final reports clean
[power groups by stage]
stage	combinational, mW	sequential (mW)	clock, mW
global route	0.747	0.236	0.161
CTS	0.698	0.226	0.153
finish	0.688	0.227	0.147
[critical path, stage by stage]
cell             delay [ps]
clkdlybuf4s50_1         470
a222oi_1                360
inv_1                    70
clkdlybuf4s50_1         410
[routing by layer]
metal / track usage / up-vias / share of wire
met5: 0 / - / 0
met4: 0.004988 / 0 / 0.0025
met3: 0.02724 / 2 / 0.098
met2: 0.2351 / 84 / 0.52
met1: 0.1533 / 748 / 0.38
li1: - / 813 / -
[path summary, 6_finish.rpt]
check	from	endpoint	slack [ps]	cells past startpoint
min reg2reg	rrPtr[0]$_DFF_PP1_	rrPtr[0]$_DFF_PP1_	550	2
max reg2reg	fsm_stateReg[2]$_DFF_PP0_	rrPtr[1]$_DFF_PP0_	1530	3
min	reset	fsm_stateReg[4]$_DFF_PP0_	550	2
max in group asynchronous	reset	rrPtr[0]$_DFF_PP1_	1870	2
min in group clk0	rrPtr[0]$_DFF_PP1_	rrPtr[0]$_DFF_PP1_	550	2
max	io_axiStreamIn3_payload_last	io_axiStreamOut_payload_last	320	4
[through the flow]
step	hold WS [ps]	total power, mW	instances
floorplan	354.2	0.4793	138
global placement	532.9	0.9216	344
detailed placement	543.9	0.9233	344
CTS	550.9	1.077	348
global route	571.9	1.144	348
finish	547.3	1.062	348
[cell families after synthesis]
logic type	Yosys count	share of synthesized area
buf+inv	56	0.2351
compound gates	49	0.4403
other cells	1	0.003728
simple gates	24	0.1194
flops	8	0.2015
[layout make-up]
| class | instances | area (um2) |
|---|---|---|
| Clock buffer | 4 | 45.04 |
| Fill cell | 529 | 2927 |
| Inverter | 40 | 150.1 |
| Multi-Input combinational cell | 74 | 566.8 |
| Sequential cell | 8 | 202.7 |
| Tap cell | 72 | 90.09 |
| Timing Repair Buffer | 150 | 1491 |
[registers in the layout (all words and copies together) (netlist names)]
signal        cells
fsm_stateReg      5
rrPtr             3
[layout by cell type (no fill, tap or decap)]
cell type and count:
clkdlybuf4s50_1 141, inv_1 39, a222oi_1 34, buf_4 8, nand3_1 6, nand2_1 6
dfrtp_1 6, a21oi_1 5, nor2_1 4, o311ai_1 3, and2_1 3, clkbuf_8 3
o21ai_1 2, nor3_1 2, dfstp_2 2, nand4_1 1, nand4b_1 1, and4_1 1
inv_2 1, a41o_1 1, a41oi_1 1, a32oi_1 1, o21ai_0 1, o2111ai_1 1
clkbuf_1 1, conb_1 1, buf_12 1
Power figures rest on the tool's default switching activity, not on a simulated workload.
