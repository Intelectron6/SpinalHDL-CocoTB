--- flow/run.sh ---
#!/bin/bash
# OpenROAD 26Q1-2900-gdf79404cd8, Yosys 0.63+post, stock flow scripts
make -C /OpenROAD-flow-scripts/flow DESIGN_CONFIG=/design/flow/config.mk WORK_HOME=/design/flow/orfs finish
--- flow/config.mk ---
export PLATFORM = sky130hd
export DESIGN_NAME = FIR_Filter_IP
export DESIGN_NICKNAME = FIR_Filter_IP
export VERILOG_FILES = /design/flow/design.v
export SDC_FILE = /design/flow/constraint.sdc
export NUM_CORES = 4
export LEC_CHECK = 1
export CORE_UTILIZATION = 30
--- flow/constraint.sdc ---
current_design FIR_Filter_IP

set clk_period 20.9
set clk_io_pct 0.2

create_clock -name clk0 -period $clk_period [get_ports {clk}]

set non_clock_inputs [all_inputs -no_clocks]
set_input_delay [expr $clk_period * $clk_io_pct] -clock clk0 $non_clock_inputs
set_output_delay [expr $clk_period * $clk_io_pct] -clock clk0 [all_outputs]
--- flow/design.v ---
`timescale 1ns/1ps
module FIR_Filter_IP (
  input  wire          axi_aw_valid,
  output wire          axi_aw_ready,
  input  wire [5:0]    axi_aw_payload_addr,
  input  wire [2:0]    axi_aw_payload_prot,
  input  wire          axi_w_valid,
  output wire          axi_w_ready,
  input  wire [31:0]   axi_w_payload_data,
  input  wire [3:0]    axi_w_payload_strb,
  output wire          axi_b_valid,
  input  wire          axi_b_ready,
  output wire [1:0]    axi_b_payload_resp,
  input  wire          axi_ar_valid,
  output reg           axi_ar_ready,
  input  wire [5:0]    axi_ar_payload_addr,
  input  wire [2:0]    axi_ar_payload_prot,
  output wire          axi_r_valid,
  input  wire          axi_r_ready,
  output wire [31:0]   axi_r_payload_data,
  output wire [1:0]    axi_r_payload_resp,
  input  wire          axiStreamIn_valid,
  output wire          axiStreamIn_ready,
  input  wire [31:0]   axiStreamIn_payload,
  output reg           axiStreamOut_valid,
  input  wire          axiStreamOut_ready,
  output reg  [31:0]   axiStreamOut_payload,
  input  wire          clk,
  input  wire          reset
);
  wire       [63:0]   _zz_axiStreamOut_payload;
  wire       [63:0]   _zz_axiStreamOut_payload_1;
  wire       [63:0]   _zz_axiStreamOut_payload_2;
  wire       [63:0]   _zz_axiStreamOut_payload_3;
  wire       [63:0]   _zz_axiStreamOut_payload_4;
  wire       [63:0]   _zz_axiStreamOut_payload_5;
  wire       [63:0]   _zz_axiStreamOut_payload_6;
  wire       [63:0]   _zz_axiStreamOut_payload_7;
  wire       [63:0]   _zz_axiStreamOut_payload_8;
  wire       [63:0]   _zz_axiStreamOut_payload_9;
  wire       [63:0]   _zz_axiStreamOut_payload_10;
  wire       [63:0]   _zz_axiStreamOut_payload_11;
  wire       [63:0]   _zz_axiStreamOut_payload_12;
  wire       [63:0]   _zz_axiStreamOut_payload_13;
  wire       [63:0]   _zz_axiStreamOut_payload_14;
  wire                slv_readErrorFlag;
  wire                slv_writeErrorFlag;
  wire                slv_readHaltRequest;
  wire                slv_writeHaltRequest;
  wire                slv_writeJoinEvent_valid;
  wire                slv_writeJoinEvent_ready;
  wire                slv_writeOccur;
  reg        [1:0]    slv_writeRsp_resp;
  wire                slv_writeJoinEvent_translated_valid;
  wire                slv_writeJoinEvent_translated_ready;
  wire       [1:0]    slv_writeJoinEvent_translated_payload_resp;
  wire                _zz_slv_writeJoinEvent_translated_ready;
  reg                 _zz_slv_writeJoinEvent_translated_ready_1;
  wire                _zz_axi_b_valid;
  reg                 _zz_axi_b_valid_1;
  reg        [1:0]    _zz_axi_b_payload_resp;
  wire                when_Stream_l369;
  wire                slv_readDataStage_valid;
  wire                slv_readDataStage_ready;
  wire       [5:0]    slv_readDataStage_payload_addr;
  wire       [2:0]    slv_readDataStage_payload_prot;
  reg                 axi_ar_rValid;
  reg        [5:0]    axi_ar_rData_addr;
  reg        [2:0]    axi_ar_rData_prot;
  wire                when_Stream_l369_1;
  reg        [31:0]   slv_readRsp_data;
  reg        [1:0]    slv_readRsp_resp;
  wire                _zz_axi_r_valid;
  wire       [5:0]    slv_readAddressMasked;
  wire       [5:0]    slv_writeAddressMasked;
  wire                slv_readOccur;
  reg        [31:0]   coeffs_0;
  reg        [31:0]   coeffs_1;
  reg        [31:0]   coeffs_2;
  reg        [31:0]   coeffs_3;
  reg        [31:0]   coeffs_4;
  reg        [31:0]   coeffs_5;
  reg        [31:0]   coeffs_6;
  reg        [31:0]   coeffs_7;
  reg                 enable;
  reg        [31:0]   delregs_0;
  reg        [31:0]   delregs_1;
  reg        [31:0]   delregs_2;
  reg        [31:0]   delregs_3;
  reg        [31:0]   delregs_4;
  reg        [31:0]   delregs_5;
  reg        [31:0]   delregs_6;
  reg        [31:0]   delregs_7;
  reg                 delvals_0;
  reg                 delvals_1;
  reg                 delvals_2;
  reg                 delvals_3;
  reg                 delvals_4;
  reg                 delvals_5;
  reg                 delvals_6;
  reg                 delvals_7;
  assign _zz_axiStreamOut_payload = ($signed(_zz_axiStreamOut_payload_1) + $signed(_zz_axiStreamOut_payload_14));
  assign _zz_axiStreamOut_payload_1 = ($signed(_zz_axiStreamOut_payload_2) + $signed(_zz_axiStreamOut_payload_13));
  assign _zz_axiStreamOut_payload_2 = ($signed(_zz_axiStreamOut_payload_3) + $signed(_zz_axiStreamOut_payload_12));
  assign _zz_axiStreamOut_payload_3 = ($signed(_zz_axiStreamOut_payload_4) + $signed(_zz_axiStreamOut_payload_11));
  assign _zz_axiStreamOut_payload_4 = ($signed(_zz_axiStreamOut_payload_5) + $signed(_zz_axiStreamOut_payload_10));
  assign _zz_axiStreamOut_payload_5 = ($signed(_zz_axiStreamOut_payload_6) + $signed(_zz_axiStreamOut_payload_9));
  assign _zz_axiStreamOut_payload_6 = ($signed(_zz_axiStreamOut_payload_7) + $signed(_zz_axiStreamOut_payload_8));
  assign _zz_axiStreamOut_payload_7 = ($signed(delregs_0) * $signed(coeffs_0));
  assign _zz_axiStreamOut_payload_8 = ($signed(delregs_1) * $signed(coeffs_1));
  assign _zz_axiStreamOut_payload_9 = ($signed(delregs_2) * $signed(coeffs_2));
  assign _zz_axiStreamOut_payload_10 = ($signed(delregs_3) * $signed(coeffs_3));
  assign _zz_axiStreamOut_payload_11 = ($signed(delregs_4) * $signed(coeffs_4));
  assign _zz_axiStreamOut_payload_12 = ($signed(delregs_5) * $signed(coeffs_5));
  assign _zz_axiStreamOut_payload_13 = ($signed(delregs_6) * $signed(coeffs_6));
  assign _zz_axiStreamOut_payload_14 = ($signed(delregs_7) * $signed(coeffs_7));
  assign slv_readErrorFlag = 1'b0;
  assign slv_writeErrorFlag = 1'b0;
  assign slv_readHaltRequest = 1'b0;
  assign slv_writeHaltRequest = 1'b0;
  assign slv_writeOccur = (slv_writeJoinEvent_valid && slv_writeJoinEvent_ready);
  assign slv_writeJoinEvent_valid = (axi_aw_valid && axi_w_valid);
  assign axi_aw_ready = slv_writeOccur;
  assign axi_w_ready = slv_writeOccur;
  assign slv_writeJoinEvent_translated_valid = slv_writeJoinEvent_valid;
  assign slv_writeJoinEvent_ready = slv_writeJoinEvent_translated_ready;
  assign slv_writeJoinEvent_translated_payload_resp = slv_writeRsp_resp;
  assign _zz_slv_writeJoinEvent_translated_ready = (! slv_writeHaltRequest);
  assign slv_writeJoinEvent_translated_ready = (_zz_slv_writeJoinEvent_translated_ready_1 && _zz_slv_writeJoinEvent_translated_ready);
  always @(*) begin
    _zz_slv_writeJoinEvent_translated_ready_1 = axi_b_ready;
    if(when_Stream_l369) begin
      _zz_slv_writeJoinEvent_translated_ready_1 = 1'b1;
    end
  end
  assign when_Stream_l369 = (! _zz_axi_b_valid);
  assign _zz_axi_b_valid = _zz_axi_b_valid_1;
  assign axi_b_valid = _zz_axi_b_valid;
  assign axi_b_payload_resp = _zz_axi_b_payload_resp;
  always @(*) begin
    axi_ar_ready = slv_readDataStage_ready;
    if(when_Stream_l369_1) begin
      axi_ar_ready = 1'b1;
    end
  end
  assign when_Stream_l369_1 = (! slv_readDataStage_valid);
  assign slv_readDataStage_valid = axi_ar_rValid;
  assign slv_readDataStage_payload_addr = axi_ar_rData_addr;
  assign slv_readDataStage_payload_prot = axi_ar_rData_prot;
  assign _zz_axi_r_valid = (! slv_readHaltRequest);
  assign slv_readDataStage_ready = (axi_r_ready && _zz_axi_r_valid);
  assign axi_r_valid = (slv_readDataStage_valid && _zz_axi_r_valid);
  assign axi_r_payload_data = slv_readRsp_data;
  assign axi_r_payload_resp = slv_readRsp_resp;
  always @(*) begin
    if(slv_writeErrorFlag) begin
      slv_writeRsp_resp = 2'b10;
    end else begin
      slv_writeRsp_resp = 2'b00;
    end
  end
  always @(*) begin
    if(slv_readErrorFlag) begin
      slv_readRsp_resp = 2'b10;
    end else begin
      slv_readRsp_resp = 2'b00;
    end
  end
  always @(*) begin
    slv_readRsp_data = 32'h00000000;
    case(slv_readAddressMasked)
      6'h00 : begin
        slv_readRsp_data[31 : 0] = coeffs_0;
      end
      6'h04 : begin
        slv_readRsp_data[31 : 0] = coeffs_1;
      end
      6'h08 : begin
        slv_readRsp_data[31 : 0] = coeffs_2;
      end
      6'h0c : begin
        slv_readRsp_data[31 : 0] = coeffs_3;
      end
      6'h10 : begin
        slv_readRsp_data[31 : 0] = coeffs_4;
      end
      6'h14 : begin
        slv_readRsp_data[31 : 0] = coeffs_5;
      end
      6'h18 : begin
        slv_readRsp_data[31 : 0] = coeffs_6;
      end
      6'h1c : begin
        slv_readRsp_data[31 : 0] = coeffs_7;
      end
      6'h20 : begin
        slv_readRsp_data[0 : 0] = enable;
      end
      default : begin
      end
    endcase
  end
  assign slv_readAddressMasked = (slv_readDataStage_payload_addr & (~ 6'h03));
  assign slv_writeAddressMasked = (axi_aw_payload_addr & (~ 6'h03));
  assign slv_readOccur = (axi_r_valid && axi_r_ready);
  assign axiStreamIn_ready = enable;
  always @(*) begin
    axiStreamOut_valid = 1'b0;
    if(enable) begin
      axiStreamOut_valid = delvals_7;
    end
  end
  always @(*) begin
    axiStreamOut_payload = 32'h00000000;
    if(enable) begin
      axiStreamOut_payload = _zz_axiStreamOut_payload[31:0];
    end
  end
  always @(posedge clk or posedge reset) begin
    if(reset) begin
      _zz_axi_b_valid_1 <= 1'b0;
      axi_ar_rValid <= 1'b0;
      coeffs_0 <= 32'h00000000;
      coeffs_1 <= 32'h00000000;
      coeffs_2 <= 32'h00000000;
      coeffs_3 <= 32'h00000000;
      coeffs_4 <= 32'h00000000;
      coeffs_5 <= 32'h00000000;
      coeffs_6 <= 32'h00000000;
      coeffs_7 <= 32'h00000000;
      enable <= 1'b0;
      delregs_0 <= 32'h00000000;
      delregs_1 <= 32'h00000000;
      delregs_2 <= 32'h00000000;
      delregs_3 <= 32'h00000000;
      delregs_4 <= 32'h00000000;
      delregs_5 <= 32'h00000000;
      delregs_6 <= 32'h00000000;
      delregs_7 <= 32'h00000000;
      delvals_0 <= 1'b0;
      delvals_1 <= 1'b0;
      delvals_2 <= 1'b0;
      delvals_3 <= 1'b0;
      delvals_4 <= 1'b0;
      delvals_5 <= 1'b0;
      delvals_6 <= 1'b0;
      delvals_7 <= 1'b0;
    end else begin
      if(_zz_slv_writeJoinEvent_translated_ready_1) begin
        _zz_axi_b_valid_1 <= (slv_writeJoinEvent_translated_valid && _zz_slv_writeJoinEvent_translated_ready);
      end
      if(axi_ar_ready) begin
        axi_ar_rValid <= axi_ar_valid;
      end
      if(enable) begin
        delvals_0 <= axiStreamIn_valid;
        delregs_0 <= axiStreamIn_payload;
        delvals_1 <= delvals_0;
        if(delvals_0) begin
          delregs_1 <= delregs_0;
        end
        delvals_2 <= delvals_1;
        if(delvals_1) begin
          delregs_2 <= delregs_1;
        end
        delvals_3 <= delvals_2;
        if(delvals_2) begin
          delregs_3 <= delregs_2;
        end
        delvals_4 <= delvals_3;
        if(delvals_3) begin
          delregs_4 <= delregs_3;
        end
        delvals_5 <= delvals_4;
        if(delvals_4) begin
          delregs_5 <= delregs_4;
        end
        delvals_6 <= delvals_5;
        if(delvals_5) begin
          delregs_6 <= delregs_5;
        end
        delvals_7 <= delvals_6;
        if(delvals_6) begin
          delregs_7 <= delregs_6;
        end
      end
      case(slv_writeAddressMasked)
        6'h00 : begin
          if(slv_writeOccur) begin
            coeffs_0 <= axi_w_payload_data[31 : 0];
          end
        end
        6'h04 : begin
          if(slv_writeOccur) begin
            coeffs_1 <= axi_w_payload_data[31 : 0];
          end
        end
        6'h08 : begin
          if(slv_writeOccur) begin
            coeffs_2 <= axi_w_payload_data[31 : 0];
          end
        end
        6'h0c : begin
          if(slv_writeOccur) begin
            coeffs_3 <= axi_w_payload_data[31 : 0];
          end
        end
        6'h10 : begin
          if(slv_writeOccur) begin
            coeffs_4 <= axi_w_payload_data[31 : 0];
          end
        end
        6'h14 : begin
          if(slv_writeOccur) begin
            coeffs_5 <= axi_w_payload_data[31 : 0];
          end
        end
        6'h18 : begin
          if(slv_writeOccur) begin
            coeffs_6 <= axi_w_payload_data[31 : 0];
          end
        end
        6'h1c : begin
          if(slv_writeOccur) begin
            coeffs_7 <= axi_w_payload_data[31 : 0];
          end
        end
        6'h20 : begin
          if(slv_writeOccur) begin
            enable <= axi_w_payload_data[0];
          end
        end
        default : begin
        end
      endcase
    end
  end
  always @(posedge clk) begin
    if(_zz_slv_writeJoinEvent_translated_ready_1) begin
      _zz_axi_b_payload_resp <= slv_writeJoinEvent_translated_payload_resp;
    end
    if(axi_ar_ready) begin
      axi_ar_rData_addr <= axi_ar_payload_addr;
      axi_ar_rData_prot <= axi_ar_payload_prot;
    end
  end
endmodule
==> results.sh <==
# flow metrics
export IMPL_status="complete, but fails checks"
export IMPL_violations="max-slew violations"
export IMPL_ys_ff=527
export IMPL_via_per_inst=4.72
export IMPL_grt_start_max_net_pins=100
export IMPL_edf_count=4
export IMPL_hold_buffers=0
export IMPL_drt_initial_drc_count=6028
export IMPL_die_x_um=713
export IMPL_crit_required_ns=16.72
export IMPL_wl_per_cell_um=26.4
export IMPL_lay_top_count="inv_1"
export IMPL_io_pins=170
export IMPL_synth_main_ff_cell="dfrtp_1"
export IMPL_initial_utilization=0.302
export IMPL_clkLatencyLatePin_ns=0.87
export IMPL_num_vias=106000
export IMPL_cp_start_kind="flop"
export IMPL_finalCritPeriodShare=0.833
export IMPL_finalSetupViolCount=0
export IMPL_path_class="reg -> out"
export IMPL_slowest_stage="fa_1"
export IMPL_routed_wirelength_mm=591
export IMPL_fmax_ghz=0.0574
export IMPL_clkSinkCount=527
export IMPL_hold_viol=0
export IMPL_tool_warnings=43
export IMPL_syn_area_um2=152000
export IMPL_lay_top_cells="inv_1 (4,059), fa_1 (3,655), nand2_1 (2,308)"
export IMPL_ctsResizeCount=0
export IMPL_drive_gt1_frac=0.0712
export IMPL_slew_headroom=-0.00950
export IMPL_dieArea_um2=508000
export IMPL_root_buffer="clkbuf_16"
export IMPL_grt_ovfl_total=0
export IMPL_fin_crit_ns=17.41
export IMPL_cts_tree="yes"
export IMPL_drc=0
export IMPL_htreeDepth=3
export IMPL_adder_share=0.569
export IMPL_topCombFamilyByArea="adder cells"
export IMPL_async_reset_ff_frac=0.992
export IMPL_place_congestion=1.10
export IMPL_worst_pin_slew_ns=1.51
export IMPL_num_fill_cells=51100
export IMPL_numCtsBuffers=82
export IMPL_dr_pass1_iters=8
export IMPL_dpl_hpwl_mm=477
export IMPL_path_common_cell="fa_1"
export IMPL_crit_arrival_ns=13.23
export IMPL_max_stage_delay_ns=0.88
export IMPL_drv_slew=1
export IMPL_synth_distinct_cells=56
export IMPL_cap_violations=0
export IMPL_clk_pin_slew_ns=0.06
export IMPL_worst_path_buf_inv=8
export IMPL_grt_pass1_vias=116000
export IMPL_antenna_found_initial=48
export IMPL_syn_mean_instance_area_um2=9.59
export IMPL_grt_pass1_wl_mm=852
export IMPL_mux_area_frac=0.0382
export IMPL_synth_simple_area_share=0.142
export IMPL_num_rows=260
export IMPL_rsz0062_at_grt="false"
export IMPL_synth_xor_area_share=0.0315
export IMPL_die_y_um=713
export IMPL_clockBufferDepth=4
export IMPL_yosys_area_share_aoi=0.00975
export IMPL_min_path_type="reg -> reg"
export IMPL_syn_instance_count=15800
export IMPL_syn2layout_area_growth_pct=8.49
export IMPL_ys_area_um2=152000
export IMPL_crit_family="adder cells"
export IMPL_track_usage=0.251
export IMPL_skew_ns=0.0831
export IMPL_post_cts_buffers=0
export IMPL_yosysWarnings=1
export IMPL_antenna_left=0
export IMPL_setup_tns_ns=0
export IMPL_ys_seq_frac=0.0872
export IMPL_crit_fanout=15
export IMPL_hold_ws_ns=0.506
export IMPL_cp_end_kind="output port"
export IMPL_core_region_area_um2=502000
export IMPL_yosys_cells=15800
export IMPL_io_buffers=150
==> final timing paths <==
| kind | startpoint | to | slack (ns) | cells past startpoint |
|---|---|---|---|---|
| hold reg to reg | coeffs_4[5]$_DFFE_PP0P_ | coeffs_4[5]$_DFFE_PP0P_ | 0.51 | 1 |
| hold / removal | coeffs_4[5]$_DFFE_PP0P_ | coeffs_4[5]$_DFFE_PP0P_ | 0.51 | 1 |
| max in group asynchronous | reset | delregs_2[21]$_DFFE_PP0P_ | 13.83 | 6 |
| setup / recovery | coeffs_5[6]$_DFFE_PP0P_ | axiStreamOut_payload[31] | 3.49 | 34 |
| min in group asynchronous | reset | delregs_6[20]$_DFFE_PP0P_ | 3.99 | 2 |
| setup reg to reg | enable$_DFFE_PP0P_ | delregs_4[1]$_DFFE_PP0P_ | 17.98 | 4 |
==> cell usage after synthesis (all sizes together) (3+ instances only) <==
cell type	n	area, µm²
inv	4060	15200
fa	3655	73200
nand2	2311	8680
and2	1930	12100
ha	1040	13000
clkbuf	798	3000
dfrtp	523	13100
mux2	514	5790
xnor2	442	3880
a22oi	126	946
xor2	90	788
buf	87	394
nor2	40	150
nand4	31	194
a21oi	21	116
o21ai	18	90.1
nand3	13	65.1
a21o	11	82.6
nor2b	11	81.3
nand2b	9	56.3
nor3	9	45.0
o21bai	6	45.0
xnor3	5	113
edfxtp	4	120
or3	4	25.0
o21a	3	22.5
==> worst reg2reg max path, stage by stage (launching register included) <==
cell and delay (ns):
dfrtp_4 0.66, buf_4 0.53, nand2_1 0.72, buf_4 0.50, mux2_2 0.33
==> stage by stage <==
stage,area (µm²),util,std cells,worst slack (ns)
floorplan,152000,-,15800,2.11
global placement,161000,0.321,22200,4.54
detailed placement,161000,0.321,22200,4.58
CTS,164000,0.327,22300,3.66
global route,164000,0.327,22400,3.02
finish,164000,0.327,22400,3.49
==> cell families after synthesis <==
kind of cell / after synthesis
buf+inv: 4946
fa+ha+maj: 4695
simple gates: 4369
xor+xnor: 537
flops: 527
mux: 514
compound gates: 204
other cells: 1
==> cell type report <==
type / count / area (µm²) / area share
Inverter: 4061 / 15300 / 0.0928
Tap cell: 6681 / 8360 / 0.0509
Clock buffer: 104 / 2260 / 0.0138
Timing Repair Buffer: 589 / 4810 / 0.0293
Multi-Input combinational cell: 10300 / 120000 / 0.728
Antenna cell: 93 / 233 / 0.00142
Clock inverter: 39 / 503 / 0.00306
Sequential cell: 527 / 13200 / 0.0804
==> per-layer routing <==
metal | vias up | global-route usage | routed length (µm)
met5 | - | 0.0255 | 2020
met4 | 52 | 0.135 | 42100
met3 | 1266 | 0.178 | 101000
met2 | 5741 | 0.347 | 248000
met1 | 54400 | 0.285 | 198000
li1 | 44400 | - | -
